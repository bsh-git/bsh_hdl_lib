File: flow/design.v
module triangle_wave #
    (
     parameter integer WIDTH = 8
     )
    (
     input              clk,
     input [WIDTH-1:0]  low_in,
     input [WIDTH-1:0]  high_in,
     output [WIDTH-1:0] mod_out
     );
    reg [WIDTH-1:0]     counter = 0;
    reg                 dir = 0;
    assign mod_out = counter;
    always @(posedge clk) begin
        if (dir == 1) begin
            if (counter > low_in)
                counter <= counter - 1;
            else begin
                dir <= 0;
                counter <= counter + 1;
            end
        end else begin
            if (counter < high_in)
                counter <= counter + 1;
            else begin
                dir <= 1;
                counter <= counter - 1;
            end
        end  
    end
endmodule  
File: flow/run.sh
#!/bin/bash
# OpenROAD 26Q1-2900-gdf79404cd8, Yosys 0.63+post, stock flow scripts
make -C /OpenROAD-flow-scripts/flow DESIGN_CONFIG=/design/flow/config.mk WORK_HOME=/design/flow/orfs finish
File: flow/config.mk
export PLATFORM = sky130hd
export DESIGN_NAME = triangle_wave
export DESIGN_NICKNAME = triangle_wave
export VERILOG_FILES = /design/flow/design.v
export SDC_FILE = /design/flow/constraint.sdc
export NUM_CORES = 4
export LEC_CHECK = 1
export CORE_AREA = 10 10 92 92
export DIE_AREA = 0 0 102 102
File: flow/constraint.sdc
current_design triangle_wave

set clk_period 4.1
set clk_io_pct 0.2

create_clock -name clk0 -period $clk_period [get_ports {clk}]

set non_clock_inputs [all_inputs -no_clocks]
set_input_delay [expr $clk_period * $clk_io_pct] -clock clk0 $non_clock_inputs
set_output_delay [expr $clk_period * $clk_io_pct] -clock clk0 [all_outputs]
==> run summary <==
Update from the flow run.

CTS added clock buffers totalling 3. The number of antenna cells inserted is 0. The placed instance count is 193. The die outline width is ~100 um. The placeable core region is 0.00646 mm2. The register area share after synthesis is 22.3%.

The worst hold-check path type is reg -> reg. The worst path in the final design needs a cycle of roughly 2.6 ns, including I/O delays and setup. The dominant logic cell type in the layout is sky130_fd_sc_hd__clkdlybuf4s50_1.

For this sky-water flow run, the detailed-routed wirelength per cell is reported as approximately 10 um. The worst slew slack as a fraction of its limit is between 70% and 80%. The CTS H-tree depth is 1. The critical path endpoint has a required time of roughly 4.3 ns. Setup slack on the critical path of the routed design comes to 1.51 ns.

Setup repair after global routing left no endpoint under its margin. The number of endpoints failing setup at the final stage is 0. The final timing report lists a max-slew violation count of 0. The flow ran to the end, and the final reports show no timing, DRC or antenna violations. The die is 102 um tall. The post-CTS repair timing setup buffer count is 0. Overall power consumption after layout is estimated at just under 400 uW.

The number of gates given a new drive strength after cts is 0. Cells fill a little under a fifth of the core in the end. The synthesis stat section lists a flop and latch total of 9. The via count of the first global-routing pass is between 700 and 800. The post-synthesis to final-layout area growth is 47.4%. The skew report gives the latency at the later pin of the worst-skew pair as 0.23 ns. Per the placement log, port buffering inserted 24 buffers. According to the dpl log, the detail-placed design has an HPWL of ~1.8 mm. The leakage power of the design is 0.528 nW.

The clock root buffer master is sky130_fd_sc_hd__clkbuf_8. Dividing total power by cell area gives a power density of approximately 330 mW/mm2. The pre-CTS setup slack is 1.28 ns. The total congestion overflow after global routing is 0. At the end of routability-driven placement, the weighted congestion stood at between 0.7 and 0.8.

The sequential cells in the finished layout cover a total of approximately 180 um2. Per the detail_route report, vias per standard cell equal ~3.5. The worst endpoint data arrival time is 2.75 ns.

The kind of launch point of the worst setup path is an input port. Post-synthesis, Yosys gives the total cell area as roughly 810 um2. The number of distinct standard cells referenced by the synthesized netlist is 23. IR analysis of the VDD net gives a maximum drop of 0.114 mV. Summed over all failing endpoints, the final setup total negative slack is 0 ns. The area taken by multi-input combinational cells is reported as around 560 um2. The largest buffer count on any clock path is 2. The floorplan has 29 rows. Summing every instance area after synthesis gives between 800 and 900 um2. Buffers inserted to repair hold after CTS numbered 0.

The clock arrives with between 0.0006 and 0.0007 ns of skew. The fmax is just under 400 MHz. For reference, the most critical setup path is categorized as in -> reg. The routed wire length is between 2 and 2.5 mm. The number of hold violations in the final report is 0. According to the CTS report, the clock sink count is 9. Counting the warning lines in the Yosys log gives 1. The kind of capture point of the worst setup path is a flop. Summed over all routing layers, the global router reports a total usage of just over 4%. The floorplan report gives the top-level pin count as 25.

Nets still carrying antenna violations after routing amount to 0. The final instance count without filler cells is 197. The average footprint of a synthesized cell is 8.79 um2. The ratio of cells with drive above 1 in the final layout is 6.67%.

The starting density of the core is about 13%. The total cells reported by yosys after synthesis is roughly 90. Along the worst path, the maximum fanout reaches 8. On the worst setup and hold paths after CTS, the clock-pin slew comes to around 0.050 ns. TritonCTS built the clock tree. Summing over the stages, the warning tally comes to 26. The violation tally from detailed-route iteration zero is 34. The synthesized netlist cell count is between 90 and 100.

The area of the die is about 0.010 mm2. The transition time of the tightest slew-check pin is roughly 0.35 ns. By instance count after routing, the leading logic cell types are sky130_fd_sc_hd__clkdlybuf4s50_1, sky130_fd_sc_hd__inv_1, sky130_fd_sc_hd__ha_1.

The first global-routing pass estimated between 3 and 4 mm of wire. The initial antenna violation count is 0. The number of violations of the max-capacitance limit is 0.

The DRC violation count after routing is 0. The first detailed-routing pass ran for 4 iterations. The final period utilization is between 60 and 70%.

The number of filler instances in the final layout is around 720. The total number of vias is between 600 and 700. Entering global routing, the biggest net connects 9 pins.
==> layer usage <==
metal | vias up | share of wire, % | track usage (%)
met5 | - | 0 | 0
met4 | 0 | 1.9 | 0.976
met3 | 2 | 5.6 | 0.750
met2 | 19 | 40 | 6.42
met1 | 301 | 53 | 5.78
li1 | 377 | - | -
==> cells in the mapped netlist, drive strengths merged <==
cell	n	area, um2
nand4	3	18.8
a211oi	1	12.5
nand2	5	18.8
nor2b	2	12.5
a21oi	4	20.0
nor3b	1	7.51
dfxtp	9	180
ha	17	213
nor2	5	18.8
nor3	2	10.0
o211ai	1	7.51
xnor2	4	35.0
a41oi	1	16.3
inv	17	63.8
nand3	3	15.0
o2bb2ai	1	27.5
xor2	3	26.3
o21ai	3	18.8
mux2i	6	60.1
a31oi	1	6.26
a21o	1	7.51
and3	2	12.5
==> cells by family after synthesis <==
kind of cell | share of synthesized area [%]
simple gates | 14.1
xor+xnor | 7.59
fa+ha+maj | 26.3
buf+inv | 7.89
compound gates | 14.4
mux | 7.43
flops | 22.3
==> state kept, by name, summed over array words and instances, names as in the netlist <==
name and flops:
dir 1, counter 8
==> critical path, cell delays in order <==
cell and delay [ns]:
sky130_fd_sc_hd__clkdlybuf4s50_1 0.45, sky130_fd_sc_hd__inv_1 0.04, sky130_fd_sc_hd__ha_1 0.30, sky130_fd_sc_hd__nand4_1 0.11
sky130_fd_sc_hd__o21ai_0 0.09, sky130_fd_sc_hd__a31oi_1 0.29, sky130_fd_sc_hd__o2bb2ai_4 0.23, sky130_fd_sc_hd__mux2i_1 0.26
sky130_fd_sc_hd__xor2_1 0.15
==> path summary, 6_finish.rpt <==
kind / startpoint / end / slack, ns / cells past startpoint
worst max-delay path: low_in[5] / counter[4] / 1.51 / 9
worst min-delay path: counter[0] / counter[0] / 0.47 / 1
worst max register to register: counter[5] / counter[4] / 2.08 / 7
worst min register to register: counter[0] / counter[0] / 0.47 / 1
==> per-stage QoR <==
stage / hold WS (ns) / cell area, um2
3_5_place_dp: 0.461 / 1140
6_report: 0.466 / 1190
3_3_place_gp: 0.459 / 1140
2_1_floorplan: 0.402 / 808
4_1_cts: 0.473 / 1190
5_1_grt: 0.492 / 1190
==> power breakdown <==
part	total [mW]	leakage, nW	internal [mW]	switching [mW]
sequential	0.131	0.0737	0.103	0.0279
combinational	0.156	0.428	0.0908	0.0650
clock	0.102	0.0255	0.0663	0.0359
total	0.389	0.528	0.260	0.129
==> area by class of cell <==
| class | count | share of cell area, % |
|---|---|---|
| Clock inverter | 1 | 0.420 |
| Sequential cell | 9 | 15.1 |
| Timing Repair Buffer | 24 | 20.2 |
| Multi-Input combinational cell | 66 | 47.4 |
| Inverter | 17 | 5.36 |
| Clock buffer | 3 | 3.47 |
| Tap cell | 77 | 8.09 |
Power figures rest on the tool's default switching activity, not on a simulated workload.
