--- flow/design.v ---
module knight_pwm # (parameter integer N_LEDS = 8)
    (
     input wire               pwm_clk,
     input wire               mod_clk,
     output wire [N_LEDS-1:0] led
     );
    parameter integer         PWM_WIDTH = 4;
    parameter integer         DELAY = 8;
    reg [PWM_WIDTH-1:0]       vol[N_LEDS-1:0];
    wire                      last[N_LEDS-1:0];
    reg [7:0]                 counter = 0;
    always @(posedge mod_clk) begin
        if (counter == DELAY * (N_LEDS + 3))
            counter = 0;
        else
            counter = counter + 1;
    end
    function [PWM_WIDTH-1:0] current_vol (input integer index, input integer count);
        if (count <= index * DELAY)
            current_vol = 0;
        else if (count - index * DELAY < (1 << PWM_WIDTH))
            current_vol = count - index * DELAY;
        else if (2 * ((1 << PWM_WIDTH) - 1) <= (count - index * DELAY))
            current_vol = 0;
        else
            current_vol = 2 * ((1 << PWM_WIDTH) - 1) - (count - index * DELAY) ;
    endfunction
    generate
        genvar i;
        for (i = 0; i < N_LEDS; i = i + 1) begin
            pwm #(PWM_WIDTH) pwm0(.clk(pwm_clk), .wave_length(~0), .high_time(vol[i]), .out(led[i]), .last_cycle(last[i]));
            always @(posedge last[i]) begin
                vol[i] <= current_vol(i, counter);
            end
        end
    endgenerate
endmodule  
module pwm #
    (
     parameter integer WIDTH = 16
     )
    (
     input             clk,
     input [WIDTH-1:0] wave_length,
     input [WIDTH-1:0] high_time,
     output reg        out,
     output            last_cycle
     );
    reg [WIDTH-1:0]    counter = -1;
    reg                last = 0;
    assign last_cycle = last;
    always @(posedge clk) begin
        counter = counter + 1;
        if (counter == 0) begin
            last <= 0;
            if (high_time != 0)
                out <= 1;
        end
        if (counter == high_time)
            out <= 0;
        if (counter == wave_length) begin
            counter <= -1;
            last <= 1;
        end
    end
endmodule
--- flow/run.sh ---
#!/bin/bash
# OpenROAD 26Q1-2900-gdf79404cd8, Yosys 0.63+post, stock flow scripts
make -C /OpenROAD-flow-scripts/flow DESIGN_CONFIG=/design/flow/config.mk WORK_HOME=/design/flow/orfs finish
--- flow/config.mk ---
export PLATFORM = sky130hd
export DESIGN_NAME = knight_pwm
export DESIGN_NICKNAME = knight_pwm
export VERILOG_FILES = /design/flow/design.v
export SDC_FILE = /design/flow/constraint.sdc
export NUM_CORES = 4
export LEC_CHECK = 1
export CORE_UTILIZATION = 30
--- flow/constraint.sdc ---
current_design knight_pwm

set clk_period 2.9
set clk_io_pct 0.2

create_clock -name clk0 -period $clk_period [get_ports {mod_clk}]
create_clock -name clk1 -period $clk_period [get_ports {pwm_clk}]

set non_clock_inputs [all_inputs -no_clocks]
set_input_delay [expr $clk_period * $clk_io_pct] -clock clk0 $non_clock_inputs
set_output_delay [expr $clk_period * $clk_io_pct] -clock clk0 [all_outputs]
==> qor.txt <==
Outcome: complete, no violations
Final worst-path setup slack: 1.07 ns
Distinct cell type count after synthesis: 66
Core Region: 15400 um2
Total vias in the final route: 3682
Setup TNS Final: 0 ns
CP Capture Type: flip-flop
Floorplan utilization: 31.1%
Combinational Area: 2740 um2
Area Overhead vs Synth: 8.31%
R2r startpoint: counter[5]$_SDFF_PN0_
Max-cap check violation count: 0
HPWL after detailed placement: 7380 um
Finished Cell Area: 5200 um2
Fillers: 1524
Dpl cell area: 4980 um2
Worst-path clk slew: 0.06 ns
ANT nets after route: 0
Die Wd: 129 um
Cell internal pwr: 1290 uW
CP top delay family: flip-flops
Yosys Chip Area: 4800 um2
Sw Ratio: 17.9%
Ys Warns: 4
Ys cells: 540
Area share, top type: 36.7%
Largest fanout on the critical path: 15
CTS Hold Bufs: 0
Vias per inst: 4.94
Syn Std Cell Area: 4800 um2
P_leak: 0.00196 uW
Critical-path cell list: inv_1 > ha_1 > and4_1 > a21oi_1
Total grt overflow: 0
Port Buf Inserts: 8
Largest cells by area after synthesis: dfxtp_1, ha_1, xnor2_1, xor2_1, a21oi_1
Slowest Stage Delay on Critical Path: 0.65 ns
Final setup violation count: 0
WP buf/inv: 1
Worst path required time: 3.06 ns
Power density cells: 302 nW/um2
Clock Skews: 0.00242 ns
WP data arrival: 1.99 ns
Launch point of the worst path: counter[5]$_SDFF_PN0_
CTS tree: done
Comb power frac: 0%
Register share of total power: 49.1%
FF/Latch Area: 1760 um2
Slew headroom: 54.6%
DR pass1 iterations: 4
DIE HEIGHT: 129 um
Ys flop type: dfxtp_1
Share of post-route cells with drive strength above 1: 5.61%
Chip Area: 16500 um2
Post-CTS Setup Bufs: 0
P_sw: 281 uW
Hold slack: 0.443 ns
Final wirelength: 9820 um
Placer Congestion: 0.923
# IOs: 10
Initial antenna violation count: 0
Register pins left without a clock: 32
Via count of the first global-routing pass: 3394
Worst hold path startpoint: genblk1[6].pwm0.counter[0]$_SDFF_PN1_
Row cnt: 45
Unrepaired setup endpoints after global routing: false
Crit start category: flip-flop
Largest net degree at the start of global routing: 32
WS Path Type: flip-flop to flip-flop
Async SR Flop Fraction: 0%
Endpoints left unconstrained: 32
Resized cells post-CTS: 0
Sequential share of the synthesized area: 36.7%
First-pass GRT wire length: 16600 um
Post-synth regs: 88
Drt wl/cell: 13.2 um
Post-synthesis cell count: 540
Peak VDD IR: 0.199 mV
DP Worst Slack: 1.12 ns
Mean Syn Cell Area: 8.89 um2
Tool Warnings: 51
Crit-path slowest cell: dfxtp_1
Worst slew pin tran: 0.678 ns
Clk pwr share: 50.9%
Count of library flops with an enable pin: 0
Cell type with the largest total area: dfxtp_1
Hold Crit Class: flip-flop to flip-flop
Antenna diode count: 0
Hold Vio Cnt, Final: 0
DRC violations left: 0
Initial drt markers: 202
GRT Total Usage: 12.6%
Max-slew violation count: 0
[power groups by stage]
stage | Sequential [uW] | Combinational, uW | Clock (uW)
finish | 770 | 0.00114 | 798
global route | 769 | 0.00114 | 855
CTS | 770 | 0.00114 | 819
[metal layers]
metal	part of all wire, %	vias to the layer above	GRT usage [%]
met1	48	1697	19.8
met3	6.1	13	1.91
li1	-	1875	-
met4	1.8	0	1.66
met2	44	97	19.1
met5	0	-	0
[final cells by class]
cell class	instances	area share, %
inverters	30	2.17
clock buffers	9	4.11
multi-input cells	396	52.7
clock inverters	2	0.192
well taps	211	5.08
flip-flops and latches	88	33.9
repair buffers	10	1.83
[logic make-up (layout without fill, tap and decap cells)]
| logic type | Yosys count | after routing | share of synthesized area [%] |
|---|---|---|---|
| DFF | 88 | 88 | 36.7 |
| buffers and inverters | 56 | 51 | 6.18 |
| AOI/OAI and AO/OA | 115 | 115 | 16.9 |
| muxes | 1 | 1 | 0.209 |
| adders and majority gates | 38 | 38 | 9.90 |
| xor gates and xnor gates | 66 | 66 | 12.0 |
| and+or+nand+nor | 176 | 176 | 18.1 |
[path summary, 6_finish.rpt]
kind / to / slack [ns] / cells past startpoint
setup / recovery: counter[3]$_SDFF_PN0_ / 1.07 / 4
hold / removal: genblk1[6].pwm0.counter[0]$_SDFF_PN1_ / 0.44 / 1
setup reg to reg: counter[3]$_SDFF_PN0_ / 1.07 / 4
hold reg to reg: genblk1[6].pwm0.counter[0]$_SDFF_PN1_ / 0.44 / 1
max in group clk1: genblk1[4].pwm0.out$_SDFFE_PN0P_ / 1.48 / 4
min in group clk0: counter[0]$_SDFF_PN0_ / 0.49 / 1
[cells in the mapped netlist, types with 4 or more instances]
cell      number
nor3_1        15
nor2b_1        6
nand3_1       26
inv_1         28
nor4_1         8
buf_6          6
buf_4          9
o211ai_1       9
a21o_1         4
nand2b_1       4
xor2_1        25
nand2_1       46
a31oi_1        8
a41oi_1       10
xnor2_1       41
nor2_1        47
a21oi_1       36
ha_1          38
o21ai_0        9
buf_2          6
a211oi_1       5
dfxtp_1       88
o22ai_1        4
[sequential cells by signal (all words and copies together) (netlist names)]
| register | count |
|---|---|
| counter | 8 |
| genblk1.pwm0.counter | 32 |
| genblk1.pwm0.out | 8 |
| genblk1.pwm0.last | 8 |
| vol | 32 |
[cell usage in the layout, fill, tap and decap left out, types with 4 or more instances in the layout]
cell              n
inv_1            28
o22ai_1           4
xnor2_1          41
nand3_1          26
nor3_1           15
o21ai_0           9
a41oi_1          10
a31oi_1           8
nand2b_1          4
nor2b_1           6
ha_1             38
dfxtp_1          88
clkdlybuf4s50_1   8
nand2_1          46
nor4_1            8
xor2_1           25
clkbuf_16         8
o211ai_1          9
a21oi_1          36
a21o_1            4
nor2_1           47
a211oi_1          5
[through the flow]
| stage | total power [uW] | cells | util (%) |
|---|---|---|---|
| CTS | 1590 | 746 | 33.7 |
| finish | 1570 | 746 | 33.7 |
| detailed placement | 786 | 735 | 32.3 |
| global placement | 786 | 735 | 32.3 |
| floorplan | 786 | 540 | - |
| global route | 1620 | 746 | 33.7 |
No activity file was given, so power comes from the tool's default toggle rates.
