--- /design/flow/design.v ---
module divider #(  parameter integer WIDTH = 24)
    (
     input             clk_in,
     input [WIDTH-1:0] load,
     output            clk_out
     );
    reg [WIDTH-1:0]    counter = 0;
    reg                val = 0;
    assign clk_out = val;
    always @(posedge clk_in) begin
        if (counter != 0)
            counter <= counter -1;
        else begin
            counter <= load;
            val <= ~val;
        end
    end
endmodule  
--- /design/flow/run.sh ---
#!/bin/bash
# OpenROAD 26Q1-2900-gdf79404cd8, Yosys 0.63+post, stock flow scripts
make -C /OpenROAD-flow-scripts/flow DESIGN_CONFIG=/design/flow/config.mk WORK_HOME=/design/flow/orfs finish
--- /design/flow/config.mk ---
export PLATFORM = sky130hd
export DESIGN_NAME = divider
export DESIGN_NICKNAME = divider
export VERILOG_FILES = /design/flow/design.v
export SDC_FILE = /design/flow/constraint.sdc
export NUM_CORES = 4
export LEC_CHECK = 1
export CORE_AREA = 10 10 88 88
export DIE_AREA = 0 0 98 98
--- /design/flow/constraint.sdc ---
current_design divider

set clk_period 5.3
set clk_io_pct 0.2

create_clock -name clk0 -period $clk_period [get_ports {clk_in}]

set non_clock_inputs [all_inputs -no_clocks]
set_input_delay [expr $clk_period * $clk_io_pct] -clock clk0 $non_clock_inputs
set_output_delay [expr $clk_period * $clk_io_pct] -clock clk0 [all_outputs]
==> results.sh <==
# physical design summary
export IMPL_status="complete, no violations"
export IMPL_yosys_most_used_dff="dfxtp_1"
export IMPL_final_max_slew_viol_count=0
export IMPL_fmax_ghz=0.440
export IMPL_fin_area_um2=1610
export IMPL_holdPathStages=1
export IMPL_leakagePower_nw=0.540
export IMPL_insertion_delay_ns=0.26
export IMPL_synth_warnings=1
export IMPL_cp_end_kind="register"
export IMPL_vias=978
export IMPL_pwr_density_cell_nw_per_um2=301
export IMPL_grt_start_max_net_pins=19
export IMPL_lay_top_cells="nor2_1, clkdlybuf4s50_1, dfxtp_1"
export IMPL_core_area_um2=5920
export IMPL_port_buffers=25
export IMPL_syn_inst=138
export IMPL_grt_usage_pct=5.30
export IMPL_antenna_found_initial=0
export IMPL_drt_iter0_markers=50
export IMPL_place_hpwl_mm=2.07
export IMPL_rsz0062_at_grt="false"
export IMPL_ys_cells=138
export IMPL_startpoint_type="register"
export IMPL_post_cts_buffers=0
export IMPL_peakVddDrop_v=0.000114
export IMPL_final_setup_tns_ns=0
export IMPL_timing_hold_violations_final=0
export IMPL_skew_ns=0.00269
export IMPL_placementRows=28
export IMPL_ys_types=35
export IMPL_num_antenna_cells=0
export IMPL_avgSynthCellArea_um2=9.09
export IMPL_min_from="counter[0]"
export IMPL_boundaryPins=26
export IMPL_slew_headroom_pct=56.7
export IMPL_path_clk_slew_ns=0.08
export IMPL_die_y_um=98
export IMPL_rr_worst_depth=6
export IMPL_placed_cell_area_um2=1560
export IMPL_cts_sinks=25
export IMPL_cap_viol_max_count=0
export IMPL_r2r_slack_ns=3.03
export IMPL_grt_pass1_wl_mm=4.40
export IMPL_synthesis_area_um2=1250
export IMPL_cts_hold_buf=0
export IMPL_worst_path_dominant_cell_family="simple AND/OR/NAND/NOR gates"
export IMPL_r2r_start="counter[0]"
export IMPL_ys_ff=25
export IMPL_enable_flop_cells=1
export IMPL_ant_nets=0
export IMPL_dr_pass1_iters=4
export IMPL_clockRootBuffer="clkbuf_8"
export IMPL_setup_viol=0
export IMPL_drc=0
export IMPL_tightest_slew_ns=0.649
export IMPL_yosys_stat_seqShare_pct=40.7
export IMPL_openroad_warnings=25
export IMPL_required_ns=5.27
export IMPL_die_area_um2=9600
export IMPL_holdPathEnd="counter[0]"
export IMPL_cp_arrival_ns=2.24
export IMPL_lay_top_count="nor2_1"
export IMPL_cts_max_level=1
export IMPL_gp_congestion=0.734
export IMPL_clockBufferDepth=2
export IMPL_wl_per_cell_um=11.0
export IMPL_crit_fanout=18
export IMPL_fin_crit_ns=2.27
export IMPL_hp_class="register to register"
export IMPL_crit_type="register to register"
export IMPL_slowest_delay_ns=0.67
export IMPL_grt_pass1_vias=933
export IMPL_numCtsBuffers=3
export IMPL_area_delta_synth_final_pct=28.0
export IMPL_post_route_period_util_pct=42.9
export IMPL_yosysChipArea_um2=1250
export IMPL_synthArstFlopShare_pct=0
export IMPL_fp_util_pct=21.2
export IMPL_post_cts_resized=0
export IMPL_rr_endpoint="val"
export IMPL_cts_tree="done"
export IMPL_viasPerCell=4.11
export IMPL_critical_path_buf_inv_count=2
export IMPL_cpMaxStageDelayCell="or3_1"
export IMPL_drive_gt1_share_pct=10.4
export IMPL_chipWidth_um=98
export IMPL_grt_ovfl_total=0
export IMPL_cp_cell_sequence="inv_1, ha_1, nor3b_2, nand2_1, or3_1, clkinv_4"
export IMPL_wirelength_mm=2.63
final cells by class:
cell class | instances | area, um^2
flip-flops and latches | 25 | 510
fillers | 638 | 4310
multi-input cells | 105 | 687
clock buffers | 4 | 45.0
inverters | 4 | 20.0
well taps | 75 | 93.8
repair buffers | 25 | 250
logic make-up (layout without fill, tap and decap cells):
family / Yosys count / count (layout) / share of synthesized area (%)
adder cells (fa/ha/maj): 1 / 1 / 0.997
AND/OR/NAND/NOR: 67 / 67 / 29.9
buffers and inverters: 8 / 33 / 4.59
multiplexers: 3 / 3 / 2.59
AND-OR/OR-AND: 21 / 21 / 12.2
XOR/XNOR: 13 / 13 / 9.07
flip-flops: 25 / 25 / 40.7
flip-flops by register name, indices dropped and copies added (netlist names):
name and cells:
counter 24, val 1
how the worst max path moves through the flow:
stage,from,to,slack (ns),cells after the start
5_1_grt,counter[0],val,2.83,6
4_1_cts,counter[0],val,2.98,6
6_report,counter[0],val,3.03,6
synthesized netlist by cell type (all sizes together) (2+ instances only):
master | number | share of area, %
nor4 | 7 | 7.1
buf | 3 | 2.7
o31ai | 4 | 2.4
inv | 3 | 0.90
xor2 | 4 | 2.8
a31oi | 2 | 1.0
or3 | 3 | 1.5
nor3 | 7 | 3.6
nand2 | 14 | 4.2
dfxtp | 24 | 38
nor3b | 2 | 1.6
mux2 | 2 | 1.8
nor2 | 28 | 8.4
o21ai | 7 | 4.6
a21oi | 4 | 1.6
xnor2 | 9 | 6.3
where the power goes:
group | internal, mW | switching [mW] | leakage [nW]
clock | 0.0536 | 0.0564 | 0.0228
combinational | 0.0597 | 0.0327 | 0.306
sequential | 0.227 | 0.0531 | 0.211
stage by stage:
step           std cells  hold slack (ns)  setup slack, ns  power (mW)  utilization (%)
2_1_floorplan        138            0.453             3.37       0.342                -
3_3_place_gp         234            0.472             3.09       0.379             26.4
3_5_place_dp         234            0.482             2.99       0.378             26.4
4_1_cts              238            0.502             2.98       0.490             27.1
5_1_grt              238            0.527             2.83       0.512             27.1
6_report             238            0.492             3.03       0.483             27.1
metal layers:
layer,vias up,wire length (um),GRT usage [%]
met5,-,0,0
met4,0,35,0.895
met3,2,81,1.21
met2,13,1170,8.17
met1,432,1340,7.48
li1,531,-,-
worst register-to-register path: stages, from the launching register on:
cell and delay, ns:
dfxtp_1 0.35, inv_1 0.06, ha_1 0.17, nor3b_2 0.29
nand2_1 0.20, or3_1 0.67, clkinv_4 0.25
No activity file was given, so power comes from the tool's default toggle rates.
